[config.mk]
export PLATFORM = sky130hd
export DESIGN_NAME = VgaController
export DESIGN_NICKNAME = VgaController
export VERILOG_FILES = /design/flow/design.v
export SDC_FILE = /design/flow/constraint.sdc
export NUM_CORES = 4
export LEC_CHECK = 1
export CORE_AREA = 10 10 102 102
export DIE_AREA = 0 0 112 112
export SYNTH_HDL_FRONTEND = slang
[design.v]
module VgaController(
    input wire clk,
    input wire rst,
    output wire [9:0] vga_x,
    output wire [8:0] vga_y,
    output reg hs,
    output reg vs,
    output wire video_on
);
    reg [9:0] h_count;
    reg [9:0] v_count;
    initial begin
        h_count <= 10'b0;
        v_count <= 10'b0;
    end
    always @(posedge clk) begin
        if (rst) begin
            h_count <= 10'b0;
        end else if (h_count == 10'd799) begin
            h_count <= 10'b0;
        end else begin
            h_count <= h_count + 1;
        end
    end
    always @(posedge clk) begin
        if (rst) begin
            v_count <= 10'b0;
        end else if (h_count == 10'd799) begin
            if (v_count == 10'd524) begin
                v_count <= 10'b0;
            end else begin
                v_count <= v_count + 1;
            end
        end
    end
    localparam HS_1 = 96;
    localparam VS_1 = 2;
    localparam HS_2 = 147;
    localparam VS_2 = 35;
    localparam WIDTH = 640;
    localparam HEIGHT = 480;
    wire h_sync, v_sync;
    assign h_sync = (h_count >= HS_1);
    assign v_sync = (v_count >= VS_1);
    assign video_on = (h_count >= HS_2)
                   && (h_count < HS_2 + WIDTH)
                   && (v_count > VS_2)
                   && (v_count < VS_2 + HEIGHT);
    assign vga_x = video_on ? h_count - HS_2 : 10'd0;
    assign vga_y = video_on ? v_count - VS_2 : 9'd0;
    always @(posedge clk) begin
        if (rst) begin
            hs <= 1;
            vs <= 1;
        end else begin
            hs <= h_sync;
            vs <= v_sync;
        end
    end
endmodule
[run.sh]
#!/bin/bash
# OpenROAD 26Q1-2900-gdf79404cd8, Yosys 0.63+post, stock flow scripts
make -C /OpenROAD-flow-scripts/flow DESIGN_CONFIG=/design/flow/config.mk WORK_HOME=/design/flow/orfs finish
[constraint.sdc]
current_design VgaController

set clk_period 3.6
set clk_io_pct 0.2

create_clock -name clk0 -period $clk_period [get_ports {clk}]

set non_clock_inputs [all_inputs -no_clocks]
set_input_delay [expr $clk_period * $clk_io_pct] -clock clk0 $non_clock_inputs
set_output_delay [expr $clk_period * $clk_io_pct] -clock clk0 [all_outputs]
==> results.txt <==
Synthesis and place-and-route results.

- The largest clock skew in the final design is 0.00355 ns.
- The worst-case IR drop observed on VDD is 0.000129 V.
- The area of the placeable core is 8220 sq um.
- The flow ran to the end, and the final reports show no timing, DRC or antenna violations.
- The first routing iteration left 128 violations.
- Global routing used 5.94% of the available tracks across all layers.
- The met3 routed wirelength is 213 microns.
- The routability congestion estimate is 0.847.
- The routed metal-1 wire length is 2.18 mm.
- The power density over cell area is 242 nW/um^2.
- The timing report shows that the slowest cell on the worst path is sky130_fd_sc_hd__clkdlybuf4s50_1.
- The number of warnings issued by yosys is 0.
- After routing, the total negative slack on setup checks comes to 0 ns.
- The routed design could run at a clock period as short as 3.46 ns.
- The pre-CTS setup check shows a worst slack of 0.386 ns.
- In this run the critical register-to-register path is captured at v_count[7].
- In this run, synthesis produced a sequential element count of 22.
- Of all nets on the critical path, the largest fanout is 8.
- The startpoint of the lowest-slack register-to-register path is h_count[0].
- The completed layout was analyzed and its total power is 453 uW.
- The effective utilization at floorplan is 18.5%.
- The most critical min-delay path falls under reg2reg.
- According to the timing report, the critical path is launched from h_count[0].
- Sequential elements use 28.9% of the synthesized area.
- In this run the cell area of the synthesized design comes to 1520 sq um.
- The met2 wire length is 1.54 mm.
- On the final layout, the worst hold slack is 0.541 ns.
- Per the Yosys statistics, synthesis produced 199 cells.
- The via-per-instance ratio is 4.40.
- The predominant post-synthesis flop cell is sky130_fd_sc_hd__dfxtp_1.
- The number of vias in the routed layout is 1378.
- The later pin in the worst-skew pair is clocked with a latency of 0.26 ns.
- The final standard cell count with taps included and fillers excluded is 313.
- The CTS tree is done.
- The total half-perimeter wirelength after legalization and detailed placement is 2.85 mm.
- Setup repair after global routing left no endpoint under its margin.
- After layout, the worst path uses 96.0% of the clock period.
- The number of different library cells used by synthesis comes to 40.
- The final routed DRC violation total is 0.
- Buffers added to address setup during post-CTS repair amount to 0.
- The number of hold violations in the final report is 0.
- After detailed routing, no signal wire sits above met4.
- Per the post-route antenna check, the number of violating nets is 0.
- The initial antenna violation count came to 0.
- The final antenna diode tally reported by the flow is 0.
- OpenSTA lists the critical path endpoint as vga_x[8].
- The number of I/O pins is 24.
- The worst-case headroom to the max-slew limit is 58.8%.
- The clock tree root buffer cell is sky130_fd_sc_hd__clkbuf_8.
- The classification of the worst setup path is reg2out.
- The area enclosed by the die boundary is 12500 sq um.
- The area growth from synthesis to final layout is 23.1%.
- The number of pins exceeding their max-slew limit in the final report is 0.
- The total number of H-tree levels is 1.
- Setup violations remaining at the end of the flow were counted as 0.
- The depth of the worst register-to-register path is 5.
- CTS saw 22 sinks.
- For the pin with the worst max-slew slack, the measured transition is 0.616 ns.
- The timing report lists the critical path depth as 6 cells.
- The arrival time of data at the critical path endpoint is 2.74 ns.
- The largest single stage delay on the critical path is 0.49 ns.
- The placed instances occupy a cell area of 1810 sq um.
- The tool warning count is 29.
- A synthesized cell averages 7.66 sq um.
- The run reported a max-capacitance violation count of 0.
- The first global-routing pass estimated 6.48 mm of wire.
- Counting flops with an async set or reset pin after synthesis yields a share of 0%.
- The count of input and output buffers is 23.
- The number of placed instances, taps included is 309.
- The overflow left after global routing is 0.
- The type of destination of the critical path is an output port.
- The buffer and inverter count on the worst path is 1.
- The die extent in x is 112 microns.
- The final critical-path setup slack is 0.144 ns.
- The count of filler cells inserted in the layout is 875.
- The clock slew seen by the registers of the worst setup and hold paths is 0.08 ns.
- The largest buffer count on any clock path is 2.
- The share of the core filled with cells in the final layout is 22.8%.
- The maximum clock rate is 0.289 GHz.
- The pin count of the biggest net entering global routing is 19.
- For flop-to-flop paths, the worst setup slack is 1.13 ns.
- After technology mapping, the gate count stands at 199.
- The chip area line in the Yosys stat output reads 1520 sq um.
- TritonCTS created 3 clock buffers.
- The wire length after detailed routing is 4.02 mm.
- The number of global-route vias before repair is 1266.
- The height of the die is 112 microns.
- The iteration count recorded for the first detailed-route pass is 4.
- The critical path required time is 2.88 ns.
- In this design, the largest share of critical-path delay is due to AND-OR/OR-AND gates.
- The critical path startpoint category is a flip-flop.
- The average wire length per cell after detail routing is 12.8 microns.
- The analysis attributes to cell leakage a power of 0.570 nW.
- The report gives the cell count of the worst hold path as 1.
- The cell row count is 33.
- Walking the worst path, the cells encountered are ha_1 -> o31a_1 -> o31a_2 -> or3b_2 -> a21oi_2 -> clkdlybuf4s50_1.
- The fraction of layout instances using a drive strength above 1 is 9.13%.
- The number of flops mapped to enable cells by yosys is 0.
- The final standard cell area without fillers is 1880 sq um.
-- cells in the mapped netlist, types with 4 or more instances --
| cell | instances | area (sq um) |
|---|---|---|
| sky130_fd_sc_hd__a21oi_1 | 13 | 65.1 |
| sky130_fd_sc_hd__clkbuf_1 | 16 | 60.1 |
| sky130_fd_sc_hd__dfxtp_1 | 22 | 440 |
| sky130_fd_sc_hd__ha_1 | 5 | 62.6 |
| sky130_fd_sc_hd__inv_1 | 5 | 18.8 |
| sky130_fd_sc_hd__nand2_1 | 12 | 45.0 |
| sky130_fd_sc_hd__nand3_1 | 12 | 60.1 |
| sky130_fd_sc_hd__nand4_1 | 4 | 25.0 |
| sky130_fd_sc_hd__nor2_1 | 16 | 60.1 |
| sky130_fd_sc_hd__nor3_1 | 20 | 100 |
| sky130_fd_sc_hd__nor4_1 | 9 | 56.3 |
| sky130_fd_sc_hd__or4_1 | 4 | 30.0 |
| sky130_fd_sc_hd__xnor2_1 | 12 | 105 |
| sky130_fd_sc_hd__xor2_1 | 8 | 70.1 |
-- area by class of cell --
cell class	count	area, sq um	area share, %
inverter	5	18.8	1.00
clock buffer	4	55.1	2.94
multi-input combinational	151	977	52.1
tap	105	131	7.00
timing repair buffer	26	253	13.5
sequential	22	440	23.5
-- report_power, final --
| part | internal, mW | total, mW | switching (mW) |
|---|---|---|---|
| Combinational | 0.00946 | 0.0220 | 0.0126 |
| Sequential | 0.247 | 0.253 | 0.00594 |
| Clock | 0.0975 | 0.178 | 0.0807 |
| Total | 0.354 | 0.453 | 0.0992 |
-- sequential cells by signal, summed over array words and instances, names as in the netlist --
signal,count
v_count,10
vs,1
h_count,10
hs,1
-- worst register-to-register path, stage by stage (launching register included) --
cell and delay (ns):
sky130_fd_sc_hd__dfxtp_1 0.48, sky130_fd_sc_hd__ha_1 0.33, sky130_fd_sc_hd__nand4_1 0.21, sky130_fd_sc_hd__or4_1 0.69
sky130_fd_sc_hd__or4_1 0.55, sky130_fd_sc_hd__a21oi_1 0.15
-- how the worst min path moves through the flow --
stage                       from  slack (ns)         end
after CTS             h_count[0]        0.54  h_count[0]
after global routing  v_count[8]        0.59  v_count[8]
final                 h_count[0]        0.54  h_count[0]
-- layer usage --
metal	track usage [%]	vias to the layer above
met5	0	-
met4	1.35	0
met3	1.52	4
met2	8.16	28
met1	8.99	613
li1	-	733
-- logic make-up after synthesis --
group           synth area share (%)
compound gates                  14.5
flops                           28.9
buf+inv                         8.05
fa+ha+maj                       4.11
xor+xnor                        11.5
simple gates                    32.9
-- placed cells by master (no fill, tap or decap), types with 4 or more instances in the layout --
| cell type | n |
|---|---|
| sky130_fd_sc_hd__ha_1 | 5 |
| sky130_fd_sc_hd__nand3_1 | 12 |
| sky130_fd_sc_hd__nor4_1 | 8 |
| sky130_fd_sc_hd__nor3_1 | 20 |
| sky130_fd_sc_hd__inv_1 | 5 |
| sky130_fd_sc_hd__nand4_1 | 4 |
| sky130_fd_sc_hd__xor2_1 | 8 |
| sky130_fd_sc_hd__clkbuf_8 | 4 |
| sky130_fd_sc_hd__nand2_1 | 12 |
| sky130_fd_sc_hd__a21oi_1 | 12 |
| sky130_fd_sc_hd__clkdlybuf4s50_1 | 23 |
| sky130_fd_sc_hd__nor2_1 | 16 |
| sky130_fd_sc_hd__xnor2_1 | 12 |
| sky130_fd_sc_hd__or4_1 | 4 |
| sky130_fd_sc_hd__dfxtp_1 | 22 |
-- timing repair --
item | in CTS | in global routing
gates resized | 0 | 2
hold buffers | 0 | 0
setup endpoints to repair | 0 | 5
Power is estimated from default activity; no workload was simulated.
